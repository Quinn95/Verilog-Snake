$ cat ./run.sh
#!/bin/bash
# OpenROAD 26Q1-2900-gdf79404cd8, Yosys 0.63+post, stock flow scripts
make -C /OpenROAD-flow-scripts/flow DESIGN_CONFIG=/design/flow/config.mk WORK_HOME=/design/flow/orfs finish
$ cat ./config.mk
export PLATFORM = sky130hd
export DESIGN_NAME = display_top
export DESIGN_NICKNAME = display_top
export VERILOG_FILES = /design/flow/design.v
export SDC_FILE = /design/flow/constraint.sdc
export NUM_CORES = 4
export LEC_CHECK = 1
export CORE_AREA = 10 10 100 100
export DIE_AREA = 0 0 110 110
$ cat ./constraint.sdc
current_design display_top

set clk_period 2.1
set clk_io_pct 0.2

create_clock -name clk0 -period $clk_period [get_ports {clk}]

set non_clock_inputs [all_inputs -no_clocks]
set_input_delay [expr $clk_period * $clk_io_pct] -clock clk0 $non_clock_inputs
set_output_delay [expr $clk_period * $clk_io_pct] -clock clk0 [all_outputs]
$ cat ./design.v
module clkdiv25
    ( input clk
    , output reg slow_clk
    );
    reg [1:0] count = 0;
    initial begin
        count = 0;
        slow_clk = 0;
    end
    always @(posedge clk) begin
        if(count == 2) begin
            count <= 1;
            slow_clk <= ~slow_clk;
        end
        else begin
            count <= count + 1;
        end
    end
endmodule
module display
    ( input clk25
    , input [11:0] rgb
    , output reg [3:0] red_out
    , output reg [3:0] blue_out
    , output reg [3:0] green_out
    , output reg hSync = 1
    , output reg vSync = 1
    );
    reg [9:0] hSyncCounter = 10'b1111111111;
    reg [9:0] vSyncCounter = 10'b0000000000;
    reg [9:0] hSyncCounter_next = 0;
    reg [9:0] vSyncCounter_next = 0;
    always @(hSyncCounter or vSyncCounter) begin
        hSyncCounter_next = (hSyncCounter == 799) ? 0 : hSyncCounter + 1;
        vSyncCounter_next = (hSyncCounter == 799) ? ((vSyncCounter == 524) ? 0 : vSyncCounter + 1) : vSyncCounter;
    end
    always @(posedge clk25) begin
        if ((hSyncCounter_next >= 640) || (vSyncCounter_next >= 480))
        begin
            red_out     <= 4'h0;
            blue_out    <= 4'h0;
            green_out   <= 4'h0;
        end
        else
        begin
            red_out     <= rgb[11:8];
            blue_out    <= rgb[3:0];
            green_out   <= rgb[7:4];
        end
        if ((hSyncCounter_next >= 659) && (hSyncCounter_next <= 755))
        begin
            hSync <= 0;
        end
        else
        begin
            hSync <= 1;
        end
        if ((vSyncCounter_next == 493) || (vSyncCounter_next == 494))
        begin
            vSync <= 0;
        end
        else
        begin
            vSync <= 1;
        end
        hSyncCounter <= hSyncCounter_next;
        vSyncCounter <= vSyncCounter_next;    
    end
endmodule
module display_top
    ( input clk
    , output [3:0] vgaRed
    , output [3:0] vgaBlue
    , output [3:0] vgaGreen
    , output Hsync
    , output Vsync
    , input SW0
    , input SW1
    , input SW2
    , input SW3
    , input SW4
    , input SW5
    , input SW6
    , input SW7
    );
    reg [11:0] rgb = 0;
    wire clk25;
    reg [11:0] x = 0;
    reg [11:0] y = 0;
    reg dir = 0;
    reg [12:0] pos = 0;
    reg [3:0] delta = 5;
    reg [20:0] frame_cd = 0;
    reg frame = 0;
    always@(posedge clk) begin
        if (frame_cd == 1666666) begin  
            frame <= ~frame;
            frame_cd <= 0;
        end
        else
            frame_cd <= frame_cd + 1;
    end
    clkdiv25 divider(clk, clk25);
    display display(clk25, rgb, vgaRed, vgaBlue, vgaGreen, Hsync, Vsync);
    always @(posedge clk) begin
        if (SW0 == 1) begin
            rgb <= 12'h000;
        end
        else if (SW1 == 1) begin
            rgb <= 12'h00F;
        end
        else if (SW2 == 1) begin
            rgb <= 12'hA22;
        end
        else if (SW3 == 1) begin
            rgb <= 12'h0FF;
        end
        else if (SW4 == 1) begin
            rgb <= 12'hF00;
        end
        else if (SW5 == 1) begin
            rgb <= 12'hF0F;
        end
        else if (SW6 == 1) begin
            rgb <= 12'hFF0;
        end
        else if (SW7 == 1) begin
            rgb <= 12'hFFF;
        end
        else rgb <= 12'h000;
    end
endmodule
==> qor.yml <==
status: "finished clean"
crit_path_cell_trace: "clkdlybuf4s50_1, inv_1, a21oi_1, nor2_1, o21ai_0, a21oi_1"
postSynthSeqShare: 0.4155
crit_type: "primary input to flip-flop"
die_width_um: 110
unclocked_pins: 28
gp_congestion: 0.7983
die_h_um: 110
fp_util: 0.2314
grt_max_degree: 29
hp-start: "divider.count[0]"
skew_ns: 0.00006872
yosys_area_mm2: 0.001807
routedWlPerCell_um: 10.72
drive_above_1_share: 0.1127
ios: 23
dp_slack_ns: 0.6188
max_cap_viol_count: 0
min_path_type: "flip-flop to flip-flop"
syn2layout_area_growth_pct: 17.31
irDropWorstVdd_mv: 0.3439
maxClockFrequency_mhz: 804.6
dieArea_mm2: 0.01210
grt_pass1_vias: 1225
rows: 32
crit_start: "SW6"
leakage_nw: 0.7977
untimed_endpoints: 42
rsz0062_at_grt: "false"
route.detailed.drc: 0
edf_count: 1
antennaDiodeCount: 0
cts_htree_levels: 1
fin_crit_ns: 1.243
fillers: 817
wirelength_um: 3281
worst-path-buf-inv: 2
slew_headroom: 0.7245
hpwl_um: 2528
antenna_found_initial: 0
synthDistinctLibCells: 55
yosys_warnings: 3
end_kind: "flip-flop"
detail_route.first_pass.iterations: 4
path_delay_family: "buffers and inverters"
cpPeakStageDelay_ns: 0.47
critical_path_required_ns: 2.21
cts_root_buf: "clkbuf_8"
syn_area_mm2: 0.001807
cts_buffer_depth: 2
async_flop_share: 0
crit_path_top_delay_cell: "clkdlybuf4s50_1"
synth_flops: 37
final_hold_viol_count: 0
cp-start-kind: "primary input"
track_usage: 0.05304
cts_tree: "done"
maxSlewViolCount: 0
synthFlopType: "dfxtp_1"
portBuffers: 22
numCtsBuffers: 3
r2r_start: "divider.count[0]"
final.setup.tns_ns: 0
clock_latency_ns: 0.23
postCtsSetupRepairBufs: 0
finalSetupViolCount: 0
critPathMostFrequentCell: "a21oi_1"
grt-ovfl-total: 0
yosysCellCount: 188
fin_ws_ns: 0.8571
antenna_left: 0
first_iter_violations: 39
worst_pin_slew_ns: 0.4102
finalClockPeriodUsage: 0.5918
holdBufCountCts: 0
via_per_inst: 4.245
critical_path.max_fanout: 2
postSynthCellCount: 188
avgSynthCellArea_um2: 9.610
warning_count: 27
post_cts_resized: 0
grt_pass1_wl_um: 5540
p_per_area_mw_per_mm2: 194.9
path_clk_slew_ns: 0.04
vias: 1299
core_mm2: 0.007807
critical_path_arrival_ns: 1.35
[area by class of cell]
type | count | area (um2) | share of cell area
Multi-Input combinational cell | 129 | 927.1 | 0.4374
Inverter | 11 | 41.29 | 0.01948
Timing Repair Buffer | 23 | 227.7 | 0.1074
Clock buffer | 4 | 45.04 | 0.02125
Tap cell | 102 | 127.6 | 0.06021
Sequential cell | 37 | 750.7 | 0.3542
[stage by stage]
stage                     power (mW)  area, um2  cells  hold WS (ns)    util
after global routing          0.4306       2120    306        0.4171  0.2715
after detailed placement      0.2227       2074    302        0.3864  0.2657
final                         0.4130       2120    306        0.3951  0.2715
after floorplan               0.2002       1807    188        0.3697       -
after global placement        0.2228       2074    302        0.3778  0.2657
after CTS                     0.4177       2120    306        0.3982  0.2715
[per-layer routing]
metal	share of wire	global-route usage
met1	0.54	0.08245
met2	0.44	0.08213
met3	0.022	0.004700
met4	0	0.002788
met5	0	0
[cell usage in the layout, fill, tap and decap left out, types with 2 or more instances in the layout]
cell             instances
dfxtp_1                 36
clkdlybuf4s50_1         22
nand2_1                 15
inv_1                   11
nor2_1                  11
nand3_1                  9
a21oi_1                  8
xnor2_1                  7
nor3b_2                  7
o21ai_0                  6
xor2_1                   5
ha_1                     5
nor3_1                   4
and4_1                   3
and2_1                   3
nand4_1                  3
nand2b_1                 3
nor4_1                   3
nor2b_1                  3
clkbuf_8                 3
nand4b_1                 2
a211o_1                  2
[power by group]
part | leakage (nW) | switching, mW | internal [mW]
logic | 0.471 | 0.0154 | 0.0231
clock network | 0.0228 | 0.0605 | 0.132
registers | 0.304 | 0.00163 | 0.181
total | 0.798 | 0.0775 | 0.335
[worst register-to-register path, delay by kind of cell (launching register included)]
family / cells / cell delay, ns
buffers and inverters: 1 / 0.05
adder cells (fa/ha/maj): 1 / 0.22
AND/OR/NAND/NOR: 1 / 0.15
flip-flops: 1 / 0.32
[registers in the layout, indices dropped and copies added, names as in the netlist]
name / count
display.blue_out: 2
display.green_out: 2
display.hSync: 1
display.hSyncCounter: 10
display.red_out: 2
display.vSync: 1
display.vSyncCounter: 10
divider.count: 2
divider.slow_clk: 1
rgb: 6
[final timing paths]
kind / end / slack [ns] / depth (start not counted)
setup reg to reg: divider.count[0] / 1.25 / 3
hold / removal: divider.count[0] / 0.40 / 1
setup / recovery: rgb[2] / 0.86 / 6
hold reg to reg: divider.count[0] / 0.40 / 1
[synth_stat cells, types with 2 or more instances]
cell type	n	share of area
inv_1	11	0.023
nand4_1	3	0.010
nor2_1	11	0.023
xnor2_1	7	0.034
nand3_1	9	0.025
buf_4	6	0.025
ha_1	5	0.035
xor2_1	5	0.024
and4_1	3	0.015
nor3_1	4	0.011
o21ai_0	6	0.017
nor3b_2	7	0.048
nor2b_1	3	0.010
and2_1	3	0.010
nand2_1	15	0.031
nand2b_1	3	0.010
a211o_1	2	0.0097
nand4b_1	2	0.0097
buf_6	3	0.019
a21oi_1	8	0.022
nor4_1	3	0.010
dfxtp_1	36	0.40
[kinds of logic after synthesis]
kind of cell | share of synthesized area
AND-OR/OR-AND | 0.1295
buffers and inverters | 0.07132
XOR/XNOR | 0.05817
flip-flops | 0.4155
adder cells (fa/ha/maj) | 0.03463
AND/OR/NAND/NOR | 0.2909
Power figures rest on the tool's default switching activity, not on a simulated workload.
