===== /design/flow/design.v =====
module display_driver
    ( input  clk
    , input [7:0] num
    , input enable
    , output [3:0] an
    , output [6:0] seg_out
    );
    wire [6:0] num0_7seg, num1_7seg;
    hexto7segment seg0(num[3:0], num0_7seg);
    hexto7segment seg1(num[7:4], num1_7seg);
    display_multiplexer plex0(clk,
        num0_7seg, num1_7seg,
        7'b1111111, 7'b1111111,
        enable,
        an, seg_out);
endmodule
module display_multiplexer
    ( input clk
    , input [6:0] num0
    , input [6:0] num1
    , input [6:0] num2
    , input [6:0] num3
    , input enable
    , output reg [3:0] an
    , output reg [6:0] seg_out
    );
    reg [10:0] slow_clk;
    always@(posedge clk) begin
        slow_clk <= slow_clk + 1;
    end
    initial begin
        an = 4'b1110;
        seg_out = 7'b0000000;
    end
    always@(posedge slow_clk[10]) begin
        if (enable) begin
            if(an == 4'b1110) begin
                an <= 4'b1101;
                seg_out <= num1;
            end
            else if(an == 4'b1101) begin
                an <= 4'b1011;
                seg_out <= num2;
            end
            else if(an == 4'b1011) begin
                an <= 4'b0111;
                seg_out <= num3;
            end
            else if(an == 4'b0111) begin
                an <= 4'b1110;
                seg_out <= num0;
            end
            else begin
                an <= 4'b1110;
                seg_out <= 4'b1111;
            end
        end
        else begin
            an <= 4'b1111;
            seg_out <= 4'b1111;
        end       
    end
endmodule
`timescale 1ns / 1ps
module hexto7segment(
    input [3:0] x,
    output reg [6:0] r
    );
    always @(*) begin
        case (x)
            4'b0000 : r = 7'b0111111;
            4'b0001 : r = 7'b0000110;
            4'b0010 : r = 7'b1011011;
            4'b0011 : r = 7'b1001111;
            4'b0100 : r = 7'b1100110;
            4'b0101 : r = 7'b1101101;
            4'b0110 : r = 7'b1111101;
            4'b0111 : r = 7'b0000111;
            4'b1000 : r = 7'b1111111;
            4'b1001 : r = 7'b1101111;
            4'b1010 : r = 7'b1110111;
            4'b1011 : r = 7'b1111100;
            4'b1100 : r = 7'b0111001;
            4'b1101 : r = 7'b1011110;
            4'b1110 : r = 7'b1111001;
            4'b1111 : r = 7'b1110001;
        endcase
        r = ~r;
    end
endmodule
module ps2
    ( input clk
    , input data
    , output reg key_pressed
    , output reg [7:0] last_pressed
    );
    reg [21:0] data_register;
    always @(negedge clk) begin
        if (data_register[12:2] == 11'b11111100000) begin
            last_pressed <= data_register[21:14];
            key_pressed <= 1;
            data_register <= 0;
        end
        else begin
            key_pressed <= 0;
            data_register <= {data, data_register[21:1]};
        end
    end
endmodule
module ps2_top
    ( input clk
    , input PS2Clk
    , input PS2Data
    , output [6:0] seg
    , output [3:0] an
    , output reg strobe = 0
    );
    wire key_pressed;
    wire [7:0] key_code;
    reg [20:0] ms100 = 0;
    ps2 k0(.clk(PS2Clk), .data(PS2Data), .key_pressed(key_pressed),
           .last_pressed(key_code));
    display_driver d0(.clk(clk), .num(key_code), .enable(1), .seg_out(seg), .an(an));
    always @(posedge clk) begin
        if (key_pressed) begin
            ms100 <= 10000000;
            strobe <= 1;
        end
        else begin
            if (ms100 > 0) begin
                ms100 <= ms100 - 1;
                strobe <= 1;
            end
            else begin
                strobe <= 0;
            end
        end
    end
endmodule

===== /design/flow/run.sh =====
#!/bin/bash
# OpenROAD 26Q1-2900-gdf79404cd8, Yosys 0.63+post, stock flow scripts
make -C /OpenROAD-flow-scripts/flow DESIGN_CONFIG=/design/flow/config.mk WORK_HOME=/design/flow/orfs finish

===== /design/flow/config.mk =====
export PLATFORM = sky130hd
export DESIGN_NAME = ps2_top
export DESIGN_NICKNAME = ps2_top
export VERILOG_FILES = /design/flow/design.v
export SDC_FILE = /design/flow/constraint.sdc
export NUM_CORES = 4
export LEC_CHECK = 1
export CORE_UTILIZATION = 30

===== /design/flow/constraint.sdc =====
current_design ps2_top

set clk_period 12.0
set clk_io_pct 0.2

create_clock -name clk0 -period $clk_period [get_ports {PS2Clk}]
create_clock -name clk1 -period $clk_period [get_ports {clk}]

set non_clock_inputs [all_inputs -no_clocks]
set_input_delay [expr $clk_period * $clk_io_pct] -clock clk0 $non_clock_inputs
set_output_delay [expr $clk_period * $clk_io_pct] -clock clk0 [all_outputs]

==> results.cfg <==
; physical design summary
[critical_path]
endpoint_kind = flop
crit_fanout = 1
crit_chain = clkdlybuf4s50_1 -> nor2b_1
rr_worst_depth = 3
cp_slowest_stage_delay_ns = 0.39
critPathRequiredTime_ns = 6.23
arrival_ns = 2.91
cp-start-kind = primary input
crit_family = buffers and inverters
path_buffers = 1
cp.depth = 2
critPathKind = primary input to flop
cp_slowest_cell = clkdlybuf4s50_1

[place]
gp_congestion = 0.824
hpwlAfterDp_um = 5320
io_buffers = 13

[global_routing]
grt_pass1_wl_um = 13600
gr-usage-all-layers_pct = 11.8
grt_overflow = 0
antenna_found_initial = 0
grt_max_degree = 32
grt_pass1_vias = 2977

[clocking]
cts_resized = 0
post-cts-setup-buffer-count = 0
cts_tree = built
cts.clk_slew.worst_paths_ns = 0.04
holdBufCountCts = 0

[die]
fp_util_pct = 30.7
io_pins = 15
die_h_um = 118
die_area_sq_um = 14000
die-width_um = 118
num_rows = 42
core_region_area_sq_um = 13200

[flow_run]
drv_cap = 0
tool_warnings = 79

[yosys]
syn_area_sq_um = 4070
synthArstFlopShare_pct = 0
area_leaders = dfxtp_1 39%, mux2i_1 5.9%, edfxtp_1 5.9%
syn_area_per_cell_sq_um = 9.80
edf_count = 8
ys_chip_area_sq_um = 4070
ys_top_cells_by_count = 79 x dfxtp_1, 28 x nor2_1, 27 x nor2b_1, 24 x mux2i_1, 21 x clkbuf_1
ys_types = 63
top_area_cell = dfxtp_1
synth_flops = 87
top_cell_area_share_pct = 38.9
ys_seq_share_pct = 44.8
yosys_warnings = 5
top_cell = dfxtp_1
ys.flop_type = dfxtp_1
ys_cells = 415
synthCells = 415

[route]
top_layer = met4
vias = 3065
drtIter0Drc = 203
ant_nets = 0
wl_per_cell_um = 12.1
dr.pass1.iters = 6
vias_per_cell = 4.77
routed-wl-met2_um = 3480
drc = 0
wirelength_um = 7780
route.met3.wl_um = 249
drt-met1-wl_um = 4010
insertedDiodeCount = 0

[timing]
slew_headroom_pct = 53.3
skew_ns = 0.0149
worst_pin_slew_ns = 0.695
setup_tns_ns = 0
unclocked_pins = 11
setup-violations-final = 0
untimed_endpoints = 22
hold_viol_final = 0
rsz0062_at_grt = false
slew_viol_final = 0

[hold_path]
hp-class = flop to flop
min_path_cells = 0

[power]
p_sw_share_pct = 26.1
p_sw_mw = 0.180
p_total_mw = 0.689
combPwrFrac_pct = 8.3
p_int_mw = 0.509
clkPwrFrac_pct = 47.7
peakVddDrop_mv = 0.0595
leakagePower_nw = 1.94
power_density_nw_per_um2 = 142
pwr-share-seq_pct = 44.0

[final_layout]
areaGrowthSynthToFinish_pct = 19.1
drive_above_1_share_pct = 7.73
final_util_pct = 36.6
fillers = 1303

[status]
status = finished, final reports clean
-- per-stage QoR --
step           hold WS [ns]  std cells  setup slack [ns]  area (sq um)
3_5_place_dp          0.354        585              2.96          4370
2_1_floorplan         0.370        415              3.38          4070
4_1_cts               0.363        642              3.32          4840
3_3_place_gp          0.351        585              2.96          4370
6_report              0.363        642              3.32          4840
5_1_grt               0.371        642              3.33          4840
-- worst paths after layout --
kind                                 to            startpoint  slack (ns)
setup / recovery   k0.data_register[21]               PS2Data        3.32
setup reg to reg               ms100[5]        k0.key_pressed        4.86
max in group clk1              ms100[5]        k0.key_pressed        4.86
hold / removal      k0.data_register[4]   k0.data_register[5]        0.36
hold reg to reg     k0.data_register[4]   k0.data_register[5]        0.36
min in group clk1  d0.plex0.slow_clk[0]  d0.plex0.slow_clk[0]        0.39
-- layer usage --
metal	GRT usage [%]	vias up
met2	17.7	35
met5	0	-
li1	-	1620
met4	2.69	0
met1	17.0	1406
met3	3.49	4
-- logic make-up after synthesis --
family                     count (synthesis)  synth area share [%]
DFF                                       87                  44.8
adders and majority gates                 16                  4.92
buffers and inverters                     43                  4.28
xor gates and xnor gates                  13                  2.80
muxes                                     30                  7.57
and+or+nand+nor                          140                  19.7
AOI/OAI and AO/OA                         86                  15.9
-- placed cells by master (no fill, tap or decap), drive strengths merged, types with 9 or more instances in the layout --
| cell | count |
|---|---|
| nor2b | 27 |
| nand3 | 11 |
| mux2i | 24 |
| dfxtp | 79 |
| ha | 16 |
| nor3 | 9 |
| a21oi | 17 |
| clkbuf | 12 |
| clkdlybuf4s50 | 13 |
| inv | 60 |
| nor2 | 28 |
| nand2 | 16 |
| o31ai | 9 |
-- power groups by stage --
stage                 clock network (mW)  registers [mW]  logic [mW]
after global routing               0.366           0.306      0.0652
after CTS                          0.342           0.302      0.0578
final                              0.329           0.303      0.0572
-- cell type report --
cell class / count / area (sq um) / share of cell area [%]
clock inverter: 46 / 206 / 4.26
clock buffer: 12 / 268 / 5.53
sequential: 87 / 1820 / 37.6
multi-input combinational: 285 / 2080 / 43.0
timing repair buffer: 21 / 190 / 3.93
tap: 176 / 220 / 4.55
inverter: 15 / 56.3 / 1.16
No activity file was given, so power comes from the tool's default toggle rates.
